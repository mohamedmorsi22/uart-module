**design/flow/run.sh**
```bash
#!/bin/bash
# OpenROAD 26Q1-2900-gdf79404cd8, Yosys 0.63+post, stock flow scripts
make -C /OpenROAD-flow-scripts/flow DESIGN_CONFIG=/design/flow/config.mk WORK_HOME=/design/flow/orfs finish
```
**design/flow/config.mk**
```make
export PLATFORM = sky130hd
export DESIGN_NAME = baud_rate_generator
export DESIGN_NICKNAME = baud_rate_generator
export VERILOG_FILES = /design/flow/design.v
export SDC_FILE = /design/flow/constraint.sdc
export NUM_CORES = 4
export LEC_CHECK = 1
export CORE_AREA = 10 10 70 70
export DIE_AREA = 0 0 80 80
```
**design/flow/constraint.sdc**
```tcl
current_design baud_rate_generator

set clk_period 1.5
set clk_io_pct 0.2

create_clock -name clk0 -period $clk_period [get_ports {clk}]

set non_clock_inputs [all_inputs -no_clocks]
set_input_delay [expr $clk_period * $clk_io_pct] -clock clk0 $non_clock_inputs
set_output_delay [expr $clk_period * $clk_io_pct] -clock clk0 [all_outputs]
```
**design/flow/design.v**
```verilog
`timescale 1ns / 1ps
module baud_rate_generator
#(parameter N = 4)
(
input clk,rst,
input [N-1 : 0]final_value,
output tick
);
reg [N-1 : 0] q_reg;
wire [N-1 :0] q_next;
always @(posedge clk, negedge rst)
if (~rst)
q_reg <= 0;
else
q_reg <= q_next;
assign q_next = (q_reg == final_value) ? 0 : q_reg +1 ;
assign tick = (q_reg == final_value);
endmodule 
```
==> notes.md <==
The synthesis and place-and-route flow finished, so here is a summary.

The detailed-route wire length came out at between 600 and 700 um. At the later pin of the worst-skew pair, clock insertion delay measures ~0.23 ns. The multi-input gate area in the final layout is around 150 um2. The detailed-route vias per instance is between 2 and 3. The worst setup path is launched from a flop.

Before placement the cells fill between 7 and 8% of the core. Setup repair after global routing could not meet its margin everywhere. Per the layout report, the design carries roughly 400 filler cells. The run finished, with violations left.

The initial antenna violation count came out at 0. The top cell type's share of synthesized area is about 40%. In the post-synthesis netlist, the biggest area contributors are sky130_fd_sc_hd__dfrtp_1 (41%), sky130_fd_sc_hd__xor2_1 (11%), sky130_fd_sc_hd__nor4b_1 (7.2%). The via count of the first global-routing pass was approximately 250. The OpenROAD report gives the critical path a required time of about 1.2 ns. The maximum clock frequency came out at roughly 660 MHz. The critical path maximum fanout is 2. The number of instances in the synthesized netlist came out at 22. The floorplan core area is about 3400 um2. The sequential cell area fraction in the yosys report is about two fifths.

The kind of end point of the critical path is a primary output. sky130_fd_sc_hd__dfrtp_1 takes more of the synthesized area than any other cell. The routed design ends up with an antenna cell count of 0. The total leakage power came out at between 0.2 and 0.25 nW. The power consumption is 0.7935 mW. The smallest clock period supported by the final layout is computed as roughly 1.5 ns. The clock edge transition at the registers on the reported setup and hold paths came out at 0.04 ns. The tally of nets with antenna violations remaining after routing is 0. Compared with the post-synthesis result, the final layout area differs by 93.33%. The remaining routing DRC violations is 0. The number of maximum-capacitance violations is 0. For this sky-water flow run, the detailed-routed wirelength per cell is reported as 6.910 um. The pin count of the biggest net entering global routing is 5. Recorded from the global router log, the overflow total was 0.

The area used by sequential logic in the layout came out at ~100 um2. The number of primary I/O pins came out at 7. The site row count is 21. The worst setup slack after layout came out at -0.01791 ns. The CTS tree is yes. The clock tree root buffer cell is sky130_fd_sc_hd__clkbuf_4.

The final route contains about 230 vias. The die is around 80 um tall. The number of violations reported at the end of detailed-routing iteration 0 is 2.

The fraction of layout cells with a size suffix above 1 came out at between 40% and 50%. The Yosys warning count is 1. The number of hold buffers added after CTS is 0. The global-route wire length before repair is approximately 1000 um. Post-route period utilization is reported as 101.2%.

Checking hold timing, the worst path is listed with class input port to async pin. The total number of clock tree sinks came out at 4. The worst slew margin relative to its limit came out at 80.95%. The total die area is between 6000 and 7000 um2. The slew at the pin closest to its max-slew limit is approximately 0.28 ns. The final total negative setup slack came out at -0.01791 ns.

The synthesis area per yosys is approximately 240 um2. The critical path is of the flop to primary output type. The total clock buffers created by CTS is 3. The first detailed-routing pass took 4 iterations. The depth of the CTS H-tree came out at 1.

The number of standard cells reported by yosys is 22. The critical path data arrival time came out at approximately 1.2 ns. The number of distinct library cells after synthesis is 14. The overall fraction of global-route tracks in use came out at about 2.1%.

During placement, the flow inserted port buffers numbering 6. The count of final max-slew check failures is 0. The post-synth design cell area came out at between 200 and 250 um2. The end-of-flow timing check tallies setup violations at 1. The hold violation total from the final report is 0. The routability congestion estimate from global placement came out at approximately 0.76. After layout, the setup clock skew is reported as just under 0.003 ns. The number of buffers on the longest clock path came out at 2. VDD sags by at most about 0.27 mV. Summing over the stages, the warning tally comes to 27.

The floorplan step set the die width to 80 um. The flip-flop count of the largest register, all copies and words added is 4. The sum of net half-perimeters after detailed placement is about 520 um. The total of flip-flops plus latches after synthesis is 4.

For this design the ratio of total power to cell area is 1682 nW/um2. The mean cell area of the mapped netlist came out at 11.09 um2. The checks that failed: negative setup slack.
[what timing repair did]
item	4_1_cts	5_1_grt
endpoints found under the setup margin	1	1
pin swaps	3	2
buffers inserted	1	0
gates resized	8	0
cloned	0	0
[critical path, cell delays in order (launching register included)]
cell and delay (ns):
sky130_fd_sc_hd__dfrtp_1 0.38, sky130_fd_sc_hd__xor2_1 0.16, sky130_fd_sc_hd__nor4_2 0.30, sky130_fd_sc_hd__buf_2 0.15
[cells in the mapped netlist]
cell type	instances
sky130_fd_sc_hd__dfrtp_1	4
sky130_fd_sc_hd__ha_1	1
sky130_fd_sc_hd__inv_1	1
sky130_fd_sc_hd__nand2_1	1
sky130_fd_sc_hd__nand2b_1	1
sky130_fd_sc_hd__nand3_1	1
sky130_fd_sc_hd__nor2_1	1
sky130_fd_sc_hd__nor2b_1	1
sky130_fd_sc_hd__nor4_2	1
sky130_fd_sc_hd__nor4b_1	2
sky130_fd_sc_hd__o22ai_1	2
sky130_fd_sc_hd__o41ai_1	2
sky130_fd_sc_hd__xor2_1	3
sky130_fd_sc_hd__xor2_2	1
[power breakdown]
part	switching [mW]	leakage, nW	internal, mW
logic	0.189	0.139	0.270
clock network	0.0379	0.0138	0.0890
registers	0.0423	0.0485	0.165
[cell families after synthesis]
| kind of cell | share of synthesized area, % |
|---|---|
| buffers and inverters | 1.537 |
| AND-OR/OR-AND | 12.31 |
| flip-flops | 41.03 |
| XOR/XNOR | 17.44 |
| adder cells (fa/ha/maj) | 5.127 |
| AND/OR/NAND/NOR | 22.56 |
[through the flow]
step / area, um2 / setup slack [ns] / utilization (%) / hold slack (ns) / std cells
2_1_floorplan: 244.0 / 0.3298 / - / 0.004409 / 22
6_report: 471.7 / -0.01791 / 13.81 / 0.2680 / 89
3_3_place_gp: 444.2 / -0.5358 / 13.00 / 0.5126 / 85
3_5_place_dp: 444.2 / -0.5629 / 13.00 / 0.5135 / 85
5_1_grt: 471.7 / -0.1242 / 13.81 / 0.2742 / 89
4_1_cts: 471.7 / -0.03589 / 13.81 / 0.2610 / 89
[metal layers]
metal  GRT usage (%)  vias up  wire [um]
met5               0        -          0
met2           2.648        7        222
met4          0.8803        0          0
met1           2.079      101        277
met3           2.273        0        115
li1                -      124          -
[cells in the final DEF (no fill, tap or decap), types with 2 or more instances in the layout]
cell	Yosys	layout
sky130_fd_sc_hd__o41ai_1	2	2
sky130_fd_sc_hd__nor4b_1	2	2
sky130_fd_sc_hd__o22ai_1	2	2
sky130_fd_sc_hd__dfrtp_1	4	4
sky130_fd_sc_hd__clkbuf_4	0	3
sky130_fd_sc_hd__dlygate4sd2_1	0	4
sky130_fd_sc_hd__buf_4	0	12
sky130_fd_sc_hd__xor2_2	1	2
sky130_fd_sc_hd__xor2_1	3	2
[path summary, 6_finish.rpt]
kind                          start       end  slack [ns]  cells past startpoint
min                             rst  q_reg[2]        0.27                      1
min in group clk0          q_reg[0]  q_reg[0]        0.58                      2
min reg2reg                q_reg[0]  q_reg[0]        0.58                      2
max                        q_reg[1]      tick       -0.02                      3
max reg2reg                q_reg[1]  q_reg[3]        0.20                      4
max in group asynchronous       rst  q_reg[1]        1.07                      1
[area by class of cell]
class | instances | share of cell area [%]
flip-flops and latches | 4 | 21.22
clock buffers | 3 | 4.775
inverters | 1 | 0.7958
well taps | 46 | 12.20
multi-input cells | 17 | 31.30
repair buffers | 18 | 29.71
Power figures rest on the tool's default switching activity, not on a simulated workload.
