`config.mk`:
```
export PLATFORM = sky130hd
export DESIGN_NAME = fifo
export DESIGN_NICKNAME = fifo
export VERILOG_FILES = /design/flow/design.v
export SDC_FILE = /design/flow/constraint.sdc
export NUM_CORES = 4
export LEC_CHECK = 1
export CORE_UTILIZATION = 50
export SYNTH_MEMORY_MAX_BITS = 65536
```
`run.sh`:
```
#!/bin/bash
# OpenROAD 26Q1-2900-gdf79404cd8, Yosys 0.63+post, stock flow scripts
make -C /OpenROAD-flow-scripts/flow DESIGN_CONFIG=/design/flow/config.mk WORK_HOME=/design/flow/orfs finish
```
`constraint.sdc`:
```
current_design fifo

set clk_period 529.5
set clk_io_pct 0.2

create_clock -name clk0 -period $clk_period [get_ports {clk}]

set non_clock_inputs [all_inputs -no_clocks]
set_input_delay [expr $clk_period * $clk_io_pct] -clock clk0 $non_clock_inputs
set_output_delay [expr $clk_period * $clk_io_pct] -clock clk0 [all_outputs]
```
`design.v`:
```
`timescale 1ns / 1ps
module fifo
#(parameter word = 8, loc = 10)
(
input clk,rst,
input [7:0] in_data,
input wr,rd,
output [7:0] out_data,
output full,empty);
reg [word-1:0] mem [2**loc-1:0];
reg [loc-1 : 0] wr_point_reg, wr_point_next;
reg [loc-1 : 0] rd_point_reg, rd_point_next;
reg empty_reg,full_reg,empty_next,full_next;
wire wr_en;
always @(posedge clk)
if (wr_en)
mem[wr_point_reg] <= in_data;
assign wr_en = wr & ~full_reg;
assign out_data = mem[rd_point_reg];   
always @(posedge clk, negedge rst)
if (~rst)
begin
wr_point_reg <= 0;
rd_point_reg <= 0;
full_reg <= 1'b0;
empty_reg <= 1'b1;
end
else
begin
wr_point_reg <= wr_point_next;
rd_point_reg <= rd_point_next;
full_reg <= full_next;
empty_reg <= empty_next;
end
always @*
begin
rd_point_next = rd_point_reg;
wr_point_next = wr_point_reg;
full_next = full_reg;
empty_next = empty_reg;
case ({wr,rd})
2'b00 :
begin
wr_point_next = wr_point_reg;
rd_point_next = rd_point_reg;
full_next = full_reg;
empty_next = empty_reg;
end
2'b10 :
begin
if (~full_reg)
begin
wr_point_next = wr_point_reg + 1;
empty_next = 1'b0;
end
if (wr_point_next == rd_point_reg)
full_next = 1'b1;
end
2'b01 :
begin
if(~empty_reg)
rd_point_next = rd_point_reg + 1;
full_next = 1'b0;
if(rd_point_next == wr_point_reg)
empty_next = 1'b1;
end
2'b11 :
begin
wr_point_next = wr_point_reg + 1;
rd_point_next = rd_point_reg + 1;
end
endcase
end
assign empty = empty_reg;
assign full = full_reg;
endmodule
```
==> results_tabular.tex <==
% Yosys + OpenROAD metrics
\begin{tabular}{lr}
\hline
Metric & Value \\
\hline
\multicolumn{2}{l}{\textbf{Status}} \\
\quad Run status & complete, no violations \\
\multicolumn{2}{l}{\textbf{Routing}} \\
\quad Remaining antenna violation count & 0 \\
\quad Overall via count from detail\_route & 159,719 \\
\quad Drt first pass iters & 6 \\
\quad WL per Instance & 38.7 µm \\
\quad Detailed-route DRC error count & 0 \\
\quad Total detailed-routing wirelength & 974,000 µm \\
\quad DRT iter0 DRCs & 11,852 \\
\quad Number of vias per cell & 6.34 \\
\multicolumn{2}{l}{\textbf{Place}} \\
\quad Routability Congestion & 0.929 \\
\quad HPWL after DPL & 609,000 µm \\
\quad Minimum setup slack after placement & 413.66 ns \\
\quad Count of input and output buffers & 21 \\
\multicolumn{2}{l}{\textbf{STA}} \\
\quad Actual transition at the worst max-transition pin & 1.40 ns \\
\quad Maximum clock frequency & 0.00854 GHz \\
\quad Setup repair after global routing missed its margin & no \\
\quad Max-slew violations & 0 \\
\quad Max\_slew headroom & 5.94\% \\
\quad Minimum period implied by the final worst setup slack & 117.03 ns \\
\quad Number of endpoints failing setup at the final stage & 0 \\
\quad Final worst setup slack & 412.47 ns \\
\quad Number of hold violations in the final report & 0 \\
\quad Clock skew & 0.0759 ns \\
\quad Fin Hold WS & 0.538 ns \\
\quad Final worst-path cycle share & 22.1\% \\
\quad Total negative slack for setup checks & 0 ns \\
\multicolumn{2}{l}{\textbf{Synthesis}} \\
\quad Synth logic family & multiplexers \\
\quad Share of the synthesized netlist area taken by xor and xnor gates & 0.109\% \\
\quad Count of flip-flops with a built-in enable after synthesis & 8,192 \\
\quad Main flop type & sky130\_fd\_sc\_hd\_\_edfxtp\_1 \\
\quad Simple-gate share of the synthesized area & 2.40\% \\
\quad Compound Share, Synth & 2.82\% \\
\quad Share of flip-flops with an asynchronous set or reset after synthesis & 0.268\% \\
\quad Area fraction in mux cells & 15.7\% \\
\quad Number of cell instances after yosys synthesis & 15,107 \\
\quad Count of unique library cells instantiated by Yosys & 84 \\
\quad Synth Cell Area & 320,000 µm² \\
\quad Arithmetic-cell share of the synthesized area counting full adders, half adders and majority gates & 0.0352\% \\
\quad Avg Synthesized Cell Area & 21.2 µm² \\
\quad Post-synthesis register bit count & 8,214 \\
\quad Share of the yosys chip area belonging to registers & 77.0\% \\
\quad Number of instances in the synthesized netlist & 15,107 \\
\quad Number of warnings reported in the yosys synthesis log & 1 \\
\quad Area reported by Yosys stat & 320,000 µm² \\
\multicolumn{2}{l}{\textbf{Cells and area}} \\
\quad Max reg flops & 8,192 \\
\quad Area added between synthesis and finish & 12.3\% \\
\quad Leading cell type in the layout, fill and taps excluded & sky130\_fd\_sc\_hd\_\_edfxtp\_1 \\
\quad Most common logic cells in the final layout & sky130\_fd\_sc\_hd\_\_edfxtp\_1, sky130\_fd\_sc\_hd\_\_mux4\_2, sky130\_fd\_sc\_hd\_\_nor2\_1, sky130\_fd\_sc\_hd\_\_buf\_4, sky130\_fd\_sc\_hd\_\_clkbuf\_16 \\
\quad Share of post-route cells with drive strength above 1 & 24.7\% \\
\multicolumn{2}{l}{\textbf{Job}} \\
\quad Max-cap check violation count & 0 \\
\quad Total tool warning count & 73 \\
\multicolumn{2}{l}{\textbf{CTS}} \\
\quad Number of buffers inserted to repair setup after CTS & 0 \\
\quad CTS Root Cell & sky130\_fd\_sc\_hd\_\_clkbuf\_16 \\
\quad Count of cells resized by post-cts repair & 0 \\
\quad CTS tree & built \\
\quad Longest Clk Path Bufs & 4 \\
\quad Hold-fix buffer count after cts & 0 \\
\quad Worst skew pair latency & 1.16 ns \\
\quad Number of clock sinks & 8,214 \\
\quad H-tree depth reported by CTS & 6 \\
\quad Clock transition at the registers of the reported paths & 0.06 ns \\
\quad Number of buffers added by the clock tree synthesis step & 816 \\
\multicolumn{2}{l}{\textbf{Pwr}} \\
\quad Max IR drop VDD & 0.00517 mV \\
\quad PwrDens & 5.14 nW/µm² \\
\quad Leak Pwr & 113 nW \\
\multicolumn{2}{l}{\textbf{Floorplanning}} \\
\quad Horizontal die size & 802 µm \\
\quad Overall chip area & 644,000 µm² \\
\quad Core region area & 638,000 µm² \\
\quad Boundary pin count & 22 \\
\quad Chip Height & 802 µm \\
\quad Floorplan-stage core utilization & 50.2\% \\
\quad Site row count & 293 \\
\multicolumn{2}{l}{\textbf{GRT}} \\
\quad Vias in the first global route & 173,551 \\
\quad Global routing met1 resource utilization & 41.5\% \\
\quad All-layer global routing usage & 34.4\% \\
\quad Number of antenna violations at the first check in global routing & 88 \\
\quad Met2 GRT Util & 45.9\% \\
\quad GR Util met3 & 30.4\% \\
\quad Largest net degree at the start of global routing & 132 \\
\quad Gr busiest metal & met2 \\
\quad Wire length of the first global-routing pass & 1,350,000 µm \\
\quad Sum of overflow across all layers after global routing & 0 \\
\multicolumn{2}{l}{\textbf{Min path}} \\
\quad Depth of the worst hold-timing path & 1 \\
\quad Min-Delay Startpoint & rd\_point\_reg[9] \\
\quad Hold endpoint & rd\_point\_reg[9] \\
\quad Hold Path Class & reg -> reg \\
\multicolumn{2}{l}{\textbf{Setup path}} \\
\quad Startpoint type of the worst setup path & flop \\
\quad Crit path kind & reg -> out \\
\quad R2R Setup Slk & 524.63 ns \\
\quad Data required time at the worst endpoint & 423.60 ns \\
\quad Arrival time worst endpoint & 11.13 ns \\
\quad CP max FO & 70 \\
\quad Worst reg-to-reg path cell count & 9 \\
\quad Endpoint of the worst register-to-register path & mem[566][4] \\
\quad Origin of the critical flop-to-flop path & wr\_point\_reg[0] \\
\quad Kind of end point of the critical path & output port \\
\hline
\end{tabular}
[metal layers]
layer  vias up  share of wire (%)
met5         -               0.34
met4       159                5.2
li1      65093                  -
met2     11276                 45
met1     81102                 29
met3      2089                 21
[kinds of logic (layout without fill, tap and decap cells)]
kind of cell | Yosys count | count (layout)
muxes | 2651 | 2651
xor gates and xnor gates | 40 | 40
other | 0 | 134
AOI/OAI and AO/OA | 1288 | 1288
DFF | 8214 | 8214
and+or+nand+nor | 1882 | 1882
buffers and inverters | 1023 | 2563
adders and majority gates | 9 | 9
[synthesized netlist by cell type (29+ instances only)]
cell type	count	share of area (%)
sky130_fd_sc_hd__mux2_2	37	0.13
sky130_fd_sc_hd__nor3_1	40	0.063
sky130_fd_sc_hd__nand3_1	109	0.17
sky130_fd_sc_hd__o221ai_1	141	0.39
sky130_fd_sc_hd__buf_2	191	0.30
sky130_fd_sc_hd__buf_4	86	0.20
sky130_fd_sc_hd__edfxtp_1	8192	77
sky130_fd_sc_hd__and3_1	31	0.061
sky130_fd_sc_hd__mux4_2	1824	13
sky130_fd_sc_hd__a211oi_1	64	0.15
sky130_fd_sc_hd__buf_12	36	0.23
sky130_fd_sc_hd__o22ai_1	136	0.27
sky130_fd_sc_hd__a31oi_1	41	0.080
sky130_fd_sc_hd__a22oi_1	173	0.41
sky130_fd_sc_hd__buf_8	29	0.14
sky130_fd_sc_hd__buf_6	131	0.46
sky130_fd_sc_hd__xnor2_1	29	0.079
sky130_fd_sc_hd__clkbuf_1	418	0.49
sky130_fd_sc_hd__buf_1	111	0.13
sky130_fd_sc_hd__a2111oi_0	48	0.13
sky130_fd_sc_hd__o21ai_0	194	0.30
sky130_fd_sc_hd__nand2_1	462	0.54
sky130_fd_sc_hd__a21oi_1	210	0.33
sky130_fd_sc_hd__mux2i_1	739	2.3
sky130_fd_sc_hd__a221oi_1	101	0.28
sky130_fd_sc_hd__nor2_1	1118	1.3
sky130_fd_sc_hd__mux4_1	51	0.42
[power by group]
part           internal [W]  switching [W]
registers          0.000716     0.00000437
logic              0.000204       0.000365
clock network      0.000314       0.000246
total               0.00123       0.000615
[worst max path at each step]
stage,from,to,slack (ns),cells after the start
6_report,rd_point_reg[0],out_data[1],412.47,19
5_1_grt,rd_point_reg[0],out_data[1],411.88,19
4_1_cts,rd_point_reg[0],out_data[1],412.35,19
[per-stage QoR]
step	total power (W)	instance area (µm²)	cells	utilization, %
after global placement	0.00130	334000	23556	52.3
final	0.00185	360000	25188	56.4
after floorplan	0.00106	320000	15107	-
after CTS	0.00185	359000	25054	56.4
after detailed placement	0.00130	334000	23563	52.3
after global routing	0.00190	359000	25104	56.4
[layout make-up]
cell class / count / area [µm²]
Timing Repair Buffer: 1055 / 8310
Clock inverter: 466 / 4180
Antenna cell: 134 / 335
Sequential cell: 8214 / 247000
Inverter: 17 / 98.8
Fill cell: 46107 / 278000
Tap cell: 8407 / 10500
Multi-Input combinational cell: 5870 / 68200
Clock buffer: 1025 / 21400
[worst max-delay path: stages (launching register included)]
cell                              delay, ns
sky130_fd_sc_hd__dfrtp_4               0.77
sky130_fd_sc_hd__buf_4                 0.53
sky130_fd_sc_hd__buf_12                0.47
sky130_fd_sc_hd__buf_4                 0.62
sky130_fd_sc_hd__buf_12                0.45
sky130_fd_sc_hd__buf_4                 0.68
sky130_fd_sc_hd__buf_4                 0.62
sky130_fd_sc_hd__buf_4                 0.65
sky130_fd_sc_hd__buf_4                 0.64
sky130_fd_sc_hd__mux4_1                0.64
sky130_fd_sc_hd__mux4_2                0.50
sky130_fd_sc_hd__nand2b_1              0.22
sky130_fd_sc_hd__a2111oi_0             0.61
sky130_fd_sc_hd__buf_4                 0.21
sky130_fd_sc_hd__nor4_1                0.14
sky130_fd_sc_hd__buf_4                 0.24
sky130_fd_sc_hd__o32ai_2               0.32
sky130_fd_sc_hd__o311ai_2              0.43
sky130_fd_sc_hd__buf_4                 0.30
sky130_fd_sc_hd__clkdlybuf4s50_1       0.42
No activity file was given, so power comes from the tool's default toggle rates.
